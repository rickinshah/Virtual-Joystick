===== flow/config.mk =====
export PLATFORM = sky130hd
export DESIGN_NAME = main_control
export DESIGN_NICKNAME = main_control
export VERILOG_FILES = /design/flow/design.v
export SDC_FILE = /design/flow/constraint.sdc
export NUM_CORES = 4
export LEC_CHECK = 1
export CORE_AREA = 10 10 70 70
export DIE_AREA = 0 0 80 80

===== flow/design.v =====
`timescale 1ns / 1ps
module main_control (
    input wire clk,
    input wire reset,
    input wire signed [15:0] data_x,
    input wire signed [15:0] data_y,
    input wire signed [15:0] data_z,
    output reg [3:0] direction  
);
    localparam signed [15:0] x_threshold = 500;   
    localparam signed [15:0] y_threshold = 500;   
    localparam signed [15:0] z_threshold = 500;   
    always @(posedge clk or posedge reset) begin
        if (reset) begin
            direction <= 4'b0000;  
        end else begin
            direction <= 4'b0000;  
            if (data_x > x_threshold) begin
                direction <= 4'b1000;  
            end
            else if (data_x < -x_threshold) begin
                direction <= 4'b0100;  
            end
            if (data_y > y_threshold) begin
                direction <= 4'b0001;  
            end
            else if (data_y < -y_threshold) begin
                direction <= 4'b0010;  
            end
            if (data_z > z_threshold) begin
                direction <= 4'b0011;  
            end
            else if (data_z < -z_threshold) begin
                direction <= 4'b0110;  
            end
        end
    end
endmodule

===== flow/constraint.sdc =====
current_design main_control

set clk_period 1.0
set clk_io_pct 0.2

create_clock -name clk0 -period $clk_period [get_ports {clk}]

set non_clock_inputs [all_inputs -no_clocks]
set_input_delay [expr $clk_period * $clk_io_pct] -clock clk0 $non_clock_inputs
set_output_delay [expr $clk_period * $clk_io_pct] -clock clk0 [all_outputs]

===== flow/run.sh =====
#!/bin/bash
# OpenROAD 26Q1-2900-gdf79404cd8, Yosys 0.63+post, stock flow scripts
make -C /OpenROAD-flow-scripts/flow DESIGN_CONFIG=/design/flow/config.mk WORK_HOME=/design/flow/orfs finish

==> flow_metrics.py <==
# Auto-generated metrics
metrics = {
    "final_layout": {
        "finalNonFillerCells": 153,
        "largest_register_ffs": 4,
        "fill_cells": 373,
        "drive_gt1_share_pct": 30.8,
        "top_register": "direction",
        "fin_area_sq_mm": 0.00106,
        "reg_top3": "direction: 4 flops",
        "syn_to_final_growth_pct": 178,
    },
    "timing": {
        "max-slew-margin-rel_pct": 85.5,
        "hold_viol_final": 0,
        "setup_violations": 3,
        "slew_viol_final": 0,
        "whs_ns": 0.153,
        "fmax_mhz": 894,
        "min_period_over_period_pct": 112,
        "rsz0062_at_grt": "true",
        "finalWorstPathRequiredPeriod_ns": 1.12,
        "tightest_slew_ns": 0.215,
        "worst_slack_ns": -0.119,
    },
    "worst_setup_path": {
        "critPathMaxFanout": 1,
        "worstPathRequired_ns": 1.12,
        "worst_setup_path_end_kind": "register",
        "critPathLaunchType": "input pin",
        "crit_type": "in -> reg",
        "critPathArrivalTime_ns": 1.24,
        "crit_path_start": "data_x[1]",
    },
    "logic_synthesis": {
        "yosys.area.top_type_share_pct": 26.2,
        "edf_count": 0,
        "yosys_cells": 44,
        "synth_chip_area_sq_um": 382,
        "ys_sh_simple_pct": 39.3,
        "xor_area_share_pct": 0,
        "avgSynthCellArea_sq_um": 8.67,
        "mux_share_pct": 0,
        "area_leaders": "dfrtp_1 26%, nor4_1 8.2%, and4b_1 5.2%, nand4_1 4.9%, and4_1 4.6%",
        "ys_sh_aoi_pct": 33.4,
        "syn_area_sq_um": 382,
        "numSynthFlops": 4,
        "ys_warn_count": 1,
        "syn_inst": 44,
        "synth_top_cell_by_area": "dfrtp_1",
        "adder_share_pct": 0,
        "synthArstFlopShare_pct": 100,
        "top_logic_kind": "simple AND/OR/NAND/NOR gates",
        "yosys_most_used_dff": "dfrtp_1",
        "synth_cell_types": 23,
        "yosys.stat.seqShare_pct": 26.2,
    },
    "grt": {
        "gr-usage-met3_pct": 2.61,
        "grt_pass1_vias": 726,
        "grt_use_total_pct": 5.89,
        "gr-total-overflow": 0,
        "global_route.usage.met1_pct": 6.89,
        "antenna_found_initial": 0,
        "top_usage_layer": "met2",
        "grt_pass1_wl_um": 3110,
        "grt_max_degree": 5,
        "grt_use_met2_pct": 9.79,
    },
    "floorplanning": {
        "chipArea_sq_mm": 0.00640,
        "ioPinCount": 54,
        "die_h_um": 80,
        "core-area_sq_mm": 0.00342,
        "fp.dieW_um": 80,
        "num_rows": 21,
        "initCoreUtil_pct": 11.2,
    },
    "pwr": {
        "power.density_mw_per_mm2": 612,
        "power_mw": 0.648,
        "ir_worst_vdd_mv": 0.270,
        "leakage_nw": 0.450,
    },
    "placement": {
        "gp_congestion": 0.715,
        "place_inst": 147,
        "dp_slack_ns": -0.702,
        "portBuffers": 53,
        "place_area_sq_mm": 0.00101,
    },
    "drt": {
        "vias_per_cell": 4.08,
        "wl_per_cell_um": 12.8,
        "antenna_cells_inserted": 0,
        "drtAntennaViolNets": 0,
        "drt-initial-drc-count": 9,
        "drc": 0,
        "vias": 624,
        "drt_first_pass_iters": 2,
        "wirelength_um": 1960,
    },
    "clocking": {
        "cts_sinks": 4,
        "cts_tree": "built",
        "clockBufferDepth": 2,
        "htree_levels": 1,
        "clkTransAtPathRegs_ns": 0.04,
        "root_buffer": "clkbuf_4",
        "cts_buffers": 3,
    },
    "status": {
        "violations": "negative setup slack",
        "status": "finished, violations left",
    },
    "flow_run": {
        "max-cap-violations": 0,
        "warning_count": 28,
    },
    "min_path": {
        "hold_path.class": "in -> async",
    },
}
repair_timing:
item / 4_1_cts / 5_1_grt
setup buffers: 2 / 1
pin swaps: 25 / 5
hold buffers: 0 / 0
setup endpoints to repair: 8 / 4
gates cloned: 0 / 0
gates resized: 89 / 2
layout make-up:
class,instances,area [sq um],area share [%]
sequential,4,100,9.45
inverter,1,3.75,0.354
clock buffer,3,22.5,2.13
multi-input combinational,39,345,32.6
timing repair buffer,60,531,50.1
tap,46,57.6,5.43
power by group:
group	switching (mW)	internal (mW)	leakage, nW
registers	0.00211	0.171	0.0459
logic	0.0970	0.181	0.390
clock network	0.0636	0.134	0.0138
routing by layer:
metal / wire (um) / share of wire (%)
met1: 796 / 41
met2: 931 / 48
met3: 198 / 10
met4: 34 / 1.7
met5: 0 / 0
cells in the final DEF, fill, tap and decap left out:
cell type and count:
buf_2 4, a21oi_1 2, o21ai_2 2, nor4_2 4, a21boi_4 1, dlygate4sd2_1 30
and3_1 2, and4_1 2, inv_1 1, buf_6 3, and4b_1 2, nand2b_1 1
a41o_1 1, o2111ai_2 2, dfrtp_1 4, nand4_1 3, clkdlybuf4s15_2 1, a31oi_1 1
a21oi_2 1, nor4_4 1, nand2_1 3, clkdlybuf4s15_1 7, a211o_1 1, nand2b_2 1
clkbuf_4 3, o31a_1 1, buf_4 7, a41oi_2 1, nor4_1 1, nor2_2 1
clkdlybuf4s50_1 8, a31o_2 1, nor2_1 2, o21a_1 2
worst max-delay path, stage by stage:
cell and delay [ns]:
clkdlybuf4s50_1 0.40, o21a_1 0.19, o2111ai_2 0.16, a31oi_1 0.11, and4b_1 0.18
through the flow:
step / TNS (ns) / util (%)
after floorplan: -0.281 / -
after global placement: -2.51 / 29.5
after detailed placement: -2.58 / 29.5
after CTS: -0.464 / 30.4
after global routing: -0.405 / 31.0
final: -0.190 / 31.0
cells in the mapped netlist, drive strengths merged (2+ instances only):
library cell / n
dfrtp: 4
and3: 2
o2111ai: 2
a21oi: 3
and4b: 2
nand4: 3
nand2: 3
nor4: 6
nor2: 3
and4: 2
nand2b: 2
o21a: 2
o21ai: 2
cells by family after synthesis:
kind of cell / Yosys count
AND/OR/NAND/NOR: 23
AND-OR/OR-AND: 16
flip-flops: 4
buffers and inverters: 1
final timing paths:
path,slack [ns],end
worst max-delay path,-0.12,direction[3]$_DFF_PP0_
worst min-delay path,0.15,direction[1]$_DFF_PP0_
max in group asynchronous,0.70,direction[3]$_DFF_PP0_
min in group clk0,0.45,direction[0]$_DFF_PP0_
No activity file was given, so power comes from the tool's default toggle rates.
