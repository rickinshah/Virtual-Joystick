## /design/flow/run.sh

```bash
#!/bin/bash
# OpenROAD 26Q1-2900-gdf79404cd8, Yosys 0.63+post, stock flow scripts
make -C /OpenROAD-flow-scripts/flow DESIGN_CONFIG=/design/flow/config.mk WORK_HOME=/design/flow/orfs finish
```

## /design/flow/config.mk

```make
export PLATFORM = sky130hd
export DESIGN_NAME = oledControl
export DESIGN_NICKNAME = oledControl
export VERILOG_FILES = /design/flow/design.v
export SDC_FILE = /design/flow/constraint.sdc
export NUM_CORES = 4
export LEC_CHECK = 1
export CORE_UTILIZATION = 40
export SYNTH_MEMORY_MAX_BITS = 65536
```

## /design/flow/constraint.sdc

```tcl
current_design oledControl

set clk_period 3.5
set clk_io_pct 0.2

create_clock -name clk0 -period $clk_period [get_ports {clock}]

set non_clock_inputs [all_inputs -no_clocks]
set_input_delay [expr $clk_period * $clk_io_pct] -clock clk0 $non_clock_inputs
set_output_delay [expr $clk_period * $clk_io_pct] -clock clk0 [all_outputs]
```

## /design/flow/design.v

```verilog
`timescale 1ns / 1ps
module charROM(
    input [6:0] addr,
    output [63:0] data
);
    reg [63:0] mem [127:0];  
    initial
    begin
        mem[0] = 'h0000000000000000;
        mem[1] = 'h0000000000000000;
        mem[2] = 'h0000000000000000;
        mem[3] = 'h0000000000000000;
        mem[4] = 'h0000000000000000;
        mem[5] = 'h0000000000000000;
        mem[6] = 'h0000000000000000;
        mem[7] = 'h0000000000000000;
        mem[8] = 'h0000000000000000;
        mem[9] = 'h0000000000000000;
        mem[10] = 'h0000000000000000;
        mem[11] = 'h0000000000000000;
        mem[12] = 'h0000000000000000;
        mem[13] = 'h0000000000000000;
        mem[14] = 'h0000000000000000;
        mem[15] = 'h0000000000000000;
        mem[16] = 'h0000000000000000;
        mem[17] = 'h0000000000000000;
        mem[18] = 'h0000000000000000;
        mem[19] = 'h0000000000000000;
        mem[20] = 'h0000000000000000;
        mem[21] = 'h0000000000000000;
        mem[22] = 'h0000000000000000;
        mem[23] = 'h0000000000000000;
        mem[24] = 'h0000000000000000;
        mem[25] = 'h0000000000000000;
        mem[26] = 'h0000000000000000;
        mem[27] = 'h0000000000000000;
        mem[28] = 'h0000000000000000;
        mem[29] = 'h0000000000000000;
        mem[30] = 'h0000000000000000;
        mem[31] = 'h0000000000000000;
        mem[32] = 'h0000000000000000;
        mem[33] = 'h0000005f00000000;
        mem[34] = 'h0000030003000000;
        mem[35] = 'h643c26643c262400;
        mem[36] = 'h2649497f49493200;
        mem[37] = 'h4225120824522100;
        mem[38] = 'h20504e5522582800;
        mem[39] = 'h0000000300000000;
        mem[40] = 'h00001c2241000000;
        mem[41] = 'h00000041221c0000;
        mem[42] = 'h0015150e0e151500;
        mem[43] = 'h0008083e08080000;
        mem[44] = 'h0000005030000000;
        mem[45] = 'h0008080808080000;
        mem[46] = 'h0000004000000000;
        mem[47] = 'h4020100804020100;
        mem[48] = 'h003e4141413e0000;
        mem[49] = 'h0000417f40000000;
        mem[50] = 'h00426151496e0000;
        mem[51] = 'h0022414949360000;
        mem[52] = 'h001814127f100000;
        mem[53] = 'h0027494949710000;
        mem[54] = 'h003c4a4948700000;
        mem[55] = 'h004321110d030000;
        mem[56] = 'h0036494949360000;
        mem[57] = 'h00060949291e0000;
        mem[58] = 'h0000001200000000;
        mem[59] = 'h0000005230000000;
        mem[60] = 'h0000081414220000;
        mem[61] = 'h0014141414141400;
        mem[62] = 'h0000221414080000;
        mem[63] = 'h0002015905020000;
        mem[64] = 'h3e415d554d512e00;
        mem[65] = 'h407c4a094a7c4000; 
        mem[66] = 'h417f494949493600; 
        mem[67] = 'h1c22414141412200; 
        mem[68] = 'h417f414141221c00;
        mem[69] = 'h417f49495d416300;
        mem[70] = 'h417f49091d010300;
        mem[71] = 'h1c224149493a0800;
        mem[72] = 'h417f0808087f4100;
        mem[73] = 'h0041417F41410000;
        mem[74] = 'h304041413F010100;
        mem[75] = 'h417f080c12614100;
        mem[76] = 'h417f414040406000;
        mem[77] = 'h417f420c427f4100;
        mem[78] = 'h417f420c117f0100;
        mem[79] = 'h1c22414141221c00;
        mem[80] = 'h417f490909090600;
        mem[81] = 'h0c12212161524c00;
        mem[82] = 'h417f090919694600;
        mem[83] = 'h6649494949493300;
        mem[84] = 'h0301417f41010300;
        mem[85] = 'h013f4140413f0100;
        mem[86] = 'h010f3140310f0100;
        mem[87] = 'h011f6114611f0100;
        mem[88] = 'h4141360836414100;
        mem[89] = 'h0103447844030100;
        mem[90] = 'h4361514945436100;
        mem[91] = 'h00007f4141000000;
        mem[92] = 'h0102040810204000;
        mem[93] = 'h000041417f000000;
        mem[94] = 'h0004020101020400;
        mem[95] = 'h0040404040404000;
        mem[96] = 'h0001020000000000;
        mem[97] = 'h00344a4a4a3c4000;
        mem[98] = 'h00413f4848483000;
        mem[99] = 'h003c424242240000;
        mem[100] = 'h00304848493f4000;
        mem[101] = 'h003c4a4a4a2c0000;
        mem[102] = 'h0000487e49090000;
        mem[103] = 'h00264949493f0100;
        mem[104] = 'h417f480444784000;
        mem[105] = 'h0000447d40000000;
        mem[106] = 'h000040443d000000;
        mem[107] = 'h417f101824424200;
        mem[108] = 'h0040417f40400000;
        mem[109] = 'h427e027c027e4000;
        mem[110] = 'h427e4402427c4000;
        mem[111] = 'h003c4242423c0000;
        mem[112] = 'h00417f4909090600;
        mem[113] = 'h00060909497f4100;
        mem[114] = 'h00427e4402020400;
        mem[115] = 'h00644a4a4a360000;
        mem[116] = 'h00043f4444200000;
        mem[117] = 'h00023e4040227e40;
        mem[118] = 'h020e3240320e0200;
        mem[119] = 'h021e6218621e0200;
        mem[120] = 'h4262140814624200;
        mem[121] = 'h0143453805030100;
        mem[122] = 'h004662524a466200;
        mem[123] = 'h0000083641000000;
        mem[124] = 'h0000007f00000000;
        mem[125] = 'h0000004136080000;
        mem[126] = 'h0018080810101800;
        mem[127] = 'hAA55AA55AA55AA55;
    end
    assign data = mem[addr];
endmodule
`timescale 1ns / 1ps
module delayGen(
    input clock,
    input delayEn,
    output reg delayDone
    );
    reg [17:0]  counter;
    always @(posedge clock)
    begin
        if(delayEn & counter != 200000)
            counter <= counter + 1;
        else
            counter <= 0;
    end
    always @(posedge clock)
    begin
        if(delayEn & counter == 200000)
            delayDone <= 1'b1;
        else
            delayDone <= 1'b0;
    end
endmodule
`timescale 1ns / 1ps
module oledControl(
    input clock,  
    input reset,
    output wire oled_spi_clk,
    output wire oled_spi_data,
    output reg  oled_vdd,
    output reg  oled_vbat,
    output reg  oled_reset_n,
    output reg  oled_dc_n,
    input [6:0] sendData,
    input       sendDataValid,
    input       updateString,
    output reg  sendDone
    );
    reg [4:0] state;
    reg [4:0] nextState;
    reg startDelay;
    reg [7:0] spiData;
    reg spiLoadData;
    reg [1:0] currPage;
    wire delayDone;
    wire spiDone;
    wire [63:0] charBitMap;
    reg [7:0] columnAddr;
    reg [3:0] byteCounter;
    localparam IDLE = 'd0,
               DELAY = 'd1,
               INIT = 'd2,
               RESET = 'd3,
               CHARG_PUMP = 'd4,
               WAIT_SPI = 'd5,
               CHARG_PUMP1 = 'd6,
               PRE_CHARG = 'd7,
               PRE_CHARG1 = 'd8,
               VBAT_ON = 'd9,
               CONTRAST = 'd10,
               CONTRAST1 = 'd11,
               SEG_REMAP = 'd12,
               SCAN_DIR = 'd13,
               COM_PIN = 'd14,
               COM_PIN1 = 'd15,
               DISPLAY_ON = 'd16,
               FULL_DISPLAY = 'd17,
               DONE = 'd18,
               PAGE_ADDR = 'd19,
               PAGE_ADDR1 = 'd20,
               PAGE_ADDR2 = 'd21,
               COLUMN_ADDR = 'd22,
               SEND_DATA = 'd23;
    always @(posedge clock)
    begin
        if(reset)
        begin
            state <= IDLE;
            nextState <= IDLE;
            oled_vdd <= 1'b1;
            oled_vbat <= 1'b1;
            oled_reset_n <= 1'b1;
            oled_dc_n <= 1'b1;
            startDelay <= 1'b0;
            spiData <= 8'd0;
            spiLoadData <= 1'b0;
            currPage <= 0;
            sendDone <= 0;
            columnAddr <= 0;
        end
        else
        begin
            case(state)
                IDLE: begin
                    oled_vbat <= 1'b1;
                    oled_reset_n <= 1'b1;
                    oled_dc_n <= 1'b0;
                    oled_vdd <= 1'b0;
                    state <= DELAY;
                    nextState <= INIT;
                end
                DELAY: begin
                    startDelay <= 1'b1;
                    if(delayDone)
                    begin
                        state <= nextState;
                        startDelay <= 1'b0;
                    end
                end
                INIT: begin
                    spiData <= 'hAE;
                    spiLoadData <= 1'b1;
                    if(spiDone)
                    begin
                        spiLoadData <= 1'b0;
                        oled_reset_n <= 1'b0;
                        state <= DELAY;
                        nextState <= RESET;
                    end
                end
                RESET: begin
                    oled_reset_n <= 1'b1;
                    state <= DELAY;
                    nextState <= CHARG_PUMP;
                end
                CHARG_PUMP: begin
                    spiData <= 'h8D;
                    spiLoadData <= 1'b1;
                    if(spiDone)
                    begin
                        spiLoadData <= 1'b0;
                        state <= WAIT_SPI;
                        nextState <= CHARG_PUMP1;
                    end
                end
                WAIT_SPI: begin
                    if(!spiDone)
                    begin    
                        state <= nextState;
                    end
                end
                CHARG_PUMP1: begin
                    spiData <= 'h14;
                    spiLoadData <= 1'b1;
                    if(spiDone)
                    begin
                        spiLoadData <= 1'b0;
                        state <= WAIT_SPI;
                        nextState <= PRE_CHARG;
                    end
                end
                PRE_CHARG: begin
                    spiData <= 'hD9;
                    spiLoadData <= 1'b1;
                    if(spiDone)
                    begin
                        spiLoadData <= 1'b0;
                        state <= WAIT_SPI;
                        nextState <= PRE_CHARG1;
                    end
                end
                PRE_CHARG1: begin
                    spiData <= 'hF1;
                    spiLoadData <= 1'b1;
                    if(spiDone)
                    begin
                        spiLoadData <= 1'b0;
                        state <= WAIT_SPI;
                        nextState <= VBAT_ON;
                    end
                end
                VBAT_ON: begin
                    oled_vbat <= 1'b0;
                    state <= DELAY;
                    nextState <= CONTRAST;
                end
                CONTRAST: begin
                    spiData <= 'h81;
                    spiLoadData <= 1'b1;
                    if(spiDone)
                    begin
                        spiLoadData <= 1'b0;
                        state <= WAIT_SPI;
                        nextState <= CONTRAST1;
                    end
                end
                CONTRAST1: begin
                    spiData <= 'hFF;
                    spiLoadData <= 1'b1;
                    if(spiDone)
                    begin
                        spiLoadData <= 1'b0;
                        state <= WAIT_SPI;
                        nextState <= SEG_REMAP;
                    end
                end
                SEG_REMAP: begin
                    spiData <= 'hA0;
                    spiLoadData <= 1'b1;
                    if(spiDone)
                    begin
                        spiLoadData <= 1'b0;
                        state <= WAIT_SPI;
                        nextState <= SCAN_DIR;
                    end
                end
                SCAN_DIR: begin
                    spiData <= 'hC0;
                    spiLoadData <= 1'b1;
                    if(spiDone)
                    begin
                        spiLoadData <= 1'b0;
                        state <= WAIT_SPI;
                        nextState <= COM_PIN;
                    end
                end
                COM_PIN: begin
                    spiData <= 'hDA;
                    spiLoadData <= 1'b1;
                    if(spiDone)
                    begin
                        spiLoadData <= 1'b0;
                        state <= WAIT_SPI;
                        nextState <= COM_PIN1;
                    end
                end
                COM_PIN1: begin
                    spiData <= 'h00;
                    spiLoadData <= 1'b1;
                    if(spiDone)
                    begin
                        spiLoadData <= 1'b0;
                        state <= WAIT_SPI;
                        nextState <= DISPLAY_ON;
                    end
                end
                DISPLAY_ON: begin
                    spiData <= 'hAF;
                    spiLoadData <= 1'b1;
                    if(spiDone)
                    begin
                        spiLoadData <= 1'b0;
                        state <= WAIT_SPI;
                        nextState <= PAGE_ADDR;  
                    end
                end
                PAGE_ADDR: begin
                    spiData <= 'h22;
                    spiLoadData <= 1'b1;
                    oled_dc_n <= 1'b0;
                    if(spiDone)
                    begin
                        spiLoadData <= 1'b0;
                        state <= WAIT_SPI;
                        nextState <= PAGE_ADDR1;
                    end
                end
                PAGE_ADDR1: begin
                    spiData <= currPage;  
                    spiLoadData <= 1'b1;
                    oled_dc_n <= 1'b0;
                    if(spiDone)
                    begin
                        spiLoadData <= 1'b0;
                        state <= WAIT_SPI;
                        currPage <= currPage + 1;
                        nextState <= PAGE_ADDR2;
                    end
                end
                PAGE_ADDR2: begin
                    spiData <= currPage;  
                    spiLoadData <= 1'b1;
                    oled_dc_n <= 1'b0;
                    if(spiDone)
                    begin
                        spiLoadData <= 1'b0;
                        state <= WAIT_SPI;
                        nextState <= COLUMN_ADDR;
                    end
                end
                COLUMN_ADDR: begin
                    spiData <= 'h10;  
                    spiLoadData <= 1'b1;
                    if(spiDone)
                    begin
                        spiLoadData <= 1'b0;
                        state <= WAIT_SPI;
                        nextState <= DONE;
                    end
                end
                DONE: begin
                    sendDone <= 1'b0;
                    if (updateString) begin
                        columnAddr <= 0;
                        currPage   <= 0;
                        state      <= PAGE_ADDR;    
                        nextState  <= PAGE_ADDR;
                    end
                    if(sendDataValid & columnAddr != 128 & !sendDone)
                    begin
                        state <= SEND_DATA;
                        byteCounter <= 8;
                    end
                    else if(sendDataValid & columnAddr == 128 & !sendDone)
                    begin
                        state <= PAGE_ADDR;
                        columnAddr <= 0;
                        byteCounter <= 8;
                    end
                end
                SEND_DATA: begin
                    spiData <= charBitMap[(byteCounter*8-1)-:8];
                    spiLoadData <= 1'b1;
                    oled_dc_n <= 1'b1;
                    if(spiDone)
                    begin
                        columnAddr <= columnAddr - 1;
                        spiLoadData <= 1'b0;
                        state <= WAIT_SPI;
                        if(byteCounter != 1)
                        begin
                            byteCounter <= byteCounter - 1;
                            nextState <= SEND_DATA;
                        end
                        else
                        begin
                            nextState <= DONE;
                            sendDone <= 1'b1;
                        end
                    end
                end
            endcase
        end
    end
    delayGen DG(
        .clock(clock),
        .delayEn(startDelay),
        .delayDone(delayDone)
    );
    spiControl SC(
        .clock(clock),  
    .reset(reset),
    .data_in(spiData),
    .load_data(spiLoadData),  
    .done_send(spiDone),  
    .spi_clock(oled_spi_clk),  
    .spi_data(oled_spi_data)
    );
    charROM CR(
        .addr(sendData),
        .data(charBitMap)
    );
endmodule
`timescale 1ns / 1ps
module spiControl(
input  clock,  
input  reset,
input [7:0] data_in,
input  load_data,  
output reg done_send, 
output     spi_clock, 
output reg spi_data
);
reg [2:0] counter=0;
reg [2:0] dataCount;
reg [7:0] shiftReg;
reg [1:0] state;
reg clock_10;
reg CE;
assign spi_clock = (CE == 1) ? clock_10 : 1'b1;
always @(posedge clock)
begin
    if(counter != 4)
        counter <= counter + 1;
    else
        counter <= 0;
end
initial
    clock_10 <= 0;
always @(posedge clock)
begin
    if(counter == 4)
        clock_10 <= ~clock_10;
end
localparam IDLE = 'd0,
           SEND = 'd1,
           DONE = 'd2;
always @(negedge clock_10)
begin
    if(reset)
    begin
        state <= IDLE;
        dataCount <= 0;
        done_send <= 1'b0;
        CE <= 0;
        spi_data <= 1'b1;
    end
    else
    begin
        case(state)
            IDLE:begin
                if(load_data)
                begin
                    shiftReg <= data_in;
                    state <= SEND;
                     dataCount <= 0;
                end
            end
            SEND:begin
                spi_data <= shiftReg[7];
                shiftReg <= {shiftReg[6:0],1'b0};
                CE <= 1;
                if(dataCount != 7)
                    dataCount <= dataCount + 1;
                else
                begin
                    state <= DONE;
                end
            end
            DONE:begin
                CE <= 0;
                done_send <= 1'b1;
                if(!load_data)
                begin
                    done_send <= 1'b0;
                    state <= IDLE;
                end
            end
        endcase
    end
end
endmodule
```

==> GITHUB_STEP_SUMMARY <==
### Metrics collected by this job

| Metric | Value |
|---|---|
| DRC | `0` |
| First-pass GRT wire length | `81480 um` |
| R2R depth | `12` |
| Routed Wire Length | `55840 um` |
| Max Slew Vio Count | `0` |
| CTS resizes | `2` |
| Post-synth EDFFs | `13` |
| Post-route setup slack | `-0.08326 ns` |
| Yosys warning count | `4` |
| Min Tclk post-route | `3.583 ns` |
| Seq share, synth | `17.34%` |
| # Post-CTS Setup Buffers | `0` |
| Cell count after synthesis | `1398` |
| Core area | `24250 um^2` |
| Crit-path max FO | `5` |
| Pre-Place Util | `40.71%` |
| Commonest Layout Cell | `buf_4` |
| Layout Cells excl Fill | `1884` |
| Synthesis area per yosys | `9871 um^2` |
| Max transition margin | `33.30%` |
| Die height | `159.1 um` |
| Final setup viols | `2` |
| Status | `finished, violations left` |
| Area after DPL | `11830 um^2` |
| Layout cells sized above 1 | `23.46%` |
| Clock tree buffer depth | `2` |
| Most instantiated logic cells after routing | `buf_4 (264), nor2_1 (130), nand2_1 (128), a21oi_1 (126), o21ai_0 (103)` |
| Buf/Inv on CP | `5` |
| Post-synth top area cell | `dfxtp_1` |
| I/O pin cnt | `18` |
| CP cell instances | `clkdlybuf4s50_1, inv_1, buf_4, ha_1, buf_4, or2_2, nand3_1, a21boi_0, a2111oi_1, buf_4, o21ai_0, nor4b_1, a211oi_2` |
| Setup TNS | `-0.09467 ns` |
| Vias in the first global route | `12280` |
| Violated checks | `negative setup slack` |
| Cell Pwr Density | `339.6 nW/um^2` |
| WHS Path Cells | `1` |
| Die Area | `25310 um^2` |
| Most common reg cell | `dfxtp_1` |
| Final Hold Viols | `0` |
| Gpl congestion | `1.140` |
| Tally of OpenROAD warnings | `42` |
| FMAX | `279.1 MHz` |
| Endpoints left unconstrained | `26` |
| Slowest-stage cell, CP | `a2111oi_1` |
| Cell area after synthesis | `9871 um^2` |
| Critical path type | `input pin to flip-flop` |
| Register pins left without a clock | `17` |
| CTS tree | `built` |
| Asr flop ratio synth | `0%` |
| Largest net degree at the start of global routing | `51` |
| R2R setup slack | `0.31 ns` |
| Top cells by area | `dfxtp_1 (13%), a21oi_1 (6.4%), o21ai_0 (5.3%), nor2_1 (4.9%), nand2_1 (4.9%)` |
| RSZ-0062 raised after global routing | `yes` |
| Site row count | `57` |
| Wire length per cell | `29.64 um` |
| Horiz. Die Dim | `159.1 um` |
| Synth flops | `79` |
| # hold bufs at CTS | `0` |
| Area share of the leading cell type in the synthesized netlist | `13.39%` |
| Via count | `12960` |
| Hold Path End | `startDelay` |
| Total inserted antenna cells | `0` |
| Lkg Pwr | `4.617 nW` |
| CP peak stage delay | `0.63 ns` |
| Avg Inst Size Synth | `7.061 um^2` |
| DP Worst Slack | `-0.4301 ns` |
| Maxcap violations | `0` |
| Iter 0 DRT Violations | `1617` |
| Yosys cell types | `103` |
| Iteration count of the initial detailed-routing pass | `6` |
| Vias per cell | `6.880` |
| Worst-Margin Slew | `0.9901 ns` |
| Min-delay worst type | `flip-flop to flip-flop` |
| Placed cells | `1868` |
| Startpoint types | `input pin` |
| Maximum VDD drop | `0.0002429 V` |
| Final HPWL DP | `42320 um` |
| Cell total in the yosys stat output | `1398` |
| Cell mode on critical path | `buf_4` |
| Crit. End Element | `flip-flop` |
| Fin area | `12190 um^2` |
| Final Cycle Share | `102.4%` |
| IO buf count | `17` |
| CP arrival | `3.84 ns` |
| Worst skew pair latency | `0.33 ns` |
| TritonCTS Buffers | `9` |
| Reg-to-reg endpoint | `spiData[2]` |
| Req. time, crit path | `3.75 ns` |
| Routed Antenna Nets | `0` |
| Area growth syn-to-layout | `23.48%` |
| Overall Global Routing Usage | `44.52%` |
| GRT overflow | `0` |
| CP delay by family, top | `buffers and inverters` |
| Reg-to-reg startpoint | `byteCounter[1]` |
| Initial antenna violation count | `1` |
| Worst Skew | `0.01205 ns` |
| Hold Startpoint | `DG.delayDone` |
| Worst-path clk slew | `0.07 ns` |
| H-tree depth | `3` |
| Clock root buffer | `clkbuf_16` |
final cells by class:
| class | count | area [um^2] |
|---|---|---|
| repair buffers | 290 | 2352 |
| multi-input cells | 1148 | 7291 |
| inverters | 27 | 103.9 |
| well taps | 324 | 405.4 |
| flip-flops and latches | 79 | 1712 |
| fillers | 2414 | 12060 |
| clock buffers | 10 | 250.2 |
| clock inverters | 6 | 73.82 |
per-stage QoR:
step	hold slack, ns	utilization [%]	power [mW]
floorplan	0.4035	-	2.289
global placement	0.4310	48.79	3.063
detailed placement	0.4368	48.79	3.046
CTS	0.4448	50.13	4.036
global route	0.4806	50.26	4.313
finish	0.4469	50.26	4.139
worst reg2reg max path, cell delays in order, from the launching register on:
cell and delay, ns:
edfxtp_1 0.49, inv_1 0.14, ha_1 0.43, buf_12 0.22
nor2b_1 0.48, nand2_1 0.15, a2111oi_0 0.48, buf_4 0.19
nor3_1 0.05, o21ai_1 0.09, o41ai_1 0.09, buf_4 0.17
a21oi_1 0.13
where the power goes:
| part | leakage, nW | internal, mW | switching [mW] |
|---|---|---|---|
| clock | 0.159 | 0.605 | 0.378 |
| combinational | 3.81 | 0.857 | 1.34 |
| sequential | 0.650 | 0.831 | 0.124 |
| total | 4.62 | 2.29 | 1.85 |
sequential cells by signal (all words and copies together), names as in the netlist, 2 cells and up:
register and flops:
DG.counter 18, SC.counter 3, SC.dataCount 3, SC.shiftReg 8, SC.state 3, byteCounter 4, columnAddr 8, currPage 2
nextState 5, spiData 8, state 5
cell families after synthesis:
family                   share of synthesized area, %
AND-OR/OR-AND                                   37.00
XOR/XNOR                                        2.041
adder cells (fa/ha/maj)                         3.042
buffers and inverters                           9.127
flip-flops                                      17.34
multiplexers                                    3.296
AND/OR/NAND/NOR                                 28.15
per-layer routing:
layer | wire (um) | vias to the layer above | track usage (%)
met3 | 9030 | 259 | 20.73
met2 | 21190 | 1087 | 58.03
met4 | 3669 | 0 | 22.99
li1 | - | 5575 | -
met1 | 21950 | 6041 | 61.24
met5 | 0 | - | 0
cell usage after synthesis (all sizes together) (31+ instances only):
master    n
nor3     48
nand2b   46
a21oi   128
clkbuf   56
nand3    46
o21ai   110
dfxtp    66
nor2b    43
nand2   132
buf      88
o211ai   31
nor2    133
worst max-delay path by stage:
stage / from / end / slack (ns) / cells after the start
CTS: sendData[1] / spiData[3] / 0.04 / 12
finish: sendData[1] / spiData[0] / -0.08 / 13
global route: sendData[1] / spiData[3] / -0.07 / 12
Power figures rest on the tool's default switching activity, not on a simulated workload.
